==> design/flow/run.sh <==
#!/bin/bash
# OpenROAD 26Q1-2900-gdf79404cd8, Yosys 0.63+post, stock flow scripts
make -C /OpenROAD-flow-scripts/flow DESIGN_CONFIG=/design/flow/config.mk WORK_HOME=/design/flow/orfs finish
==> design/flow/config.mk <==
export PLATFORM = sky130hd
export DESIGN_NAME = divider
export DESIGN_NICKNAME = divider
export VERILOG_FILES = /design/flow/design.v
export SDC_FILE = /design/flow/constraint.sdc
export NUM_CORES = 4
export LEC_CHECK = 1
export CORE_AREA = 10 10 70 70
export DIE_AREA = 0 0 80 80
export SYNTH_HDL_FRONTEND = slang
==> design/flow/constraint.sdc <==
current_design divider

set clk_period 2.2
set clk_io_pct 0.2

create_clock -name clk0 -period $clk_period [get_ports {clk}]

set non_clock_inputs [all_inputs -no_clocks]
set_input_delay [expr $clk_period * $clk_io_pct] -clock clk0 $non_clock_inputs
set_output_delay [expr $clk_period * $clk_io_pct] -clock clk0 [all_outputs]
==> design/flow/design.v <==
module controller(start, co, dvz, ovf, clk, rst, ld_a, ld_b, ld_acc, ld_q, init_counter, sel_q, sel_acc, busy, valid, count_up);
  input start, co, dvz, ovf, clk, rst;
  output reg ld_a, ld_b, ld_acc, ld_q, init_counter, sel_q, sel_acc, busy, valid, count_up;
  reg [2:0] ps, ns;
  always @(posedge clk) begin
    if (rst)
      ps <= 3'b000;
    else
      ps <= ns;
  end
  always @(ps, start, dvz, co, ovf) begin
    case (ps)
      3'b000: ns = start ? 3'b001 : 3'b000;
	  3'b001: ns = 3'b111;
      3'b111: ns = dvz ? 3'b110 : 3'b010;
      3'b010: ns = co ? 3'b100 : 3'b011;
      3'b011: ns = ovf ? 3'b101 : 3'b010;
      3'b100: ns = 3'b000;
      3'b101: ns = 3'b000;
      3'b110: ns = 3'b000;
      default: ns = 3'b000;
    endcase
  end
  always @(ps) begin
    {ld_a, ld_b, ld_acc, ld_q, init_counter, sel_q, sel_acc, busy, count_up, valid} = 10'b0;
    case (ps)
      3'b000: ;
      3'b001: {ld_a, ld_b, init_counter, busy} = 4'b1111;
	  3'b111: {ld_acc, ld_q, sel_q, sel_acc, busy} = 5'b11111;
      3'b010: busy = 1'b1;
      3'b011: {count_up, ld_acc, ld_q, busy} = 4'b1111;
      3'b100: valid = 1'b1;
      3'b101: ;
      3'b110: ;
      default: ;
    endcase
  end
endmodule
module datapath(a_in, b_in, ld_a, ld_b, ld_q, ld_acc, sel_q, sel_acc, cnt_up, init_counter, clk, rst, q, ovf, dvz, cout);
  input [9:0] a_in, b_in;
  input ld_a, ld_b, ld_q, ld_acc, sel_q, sel_acc, cnt_up, init_counter, clk, rst;
  output [9:0] q;
  output reg ovf, dvz;
  output cout;
  wire [9:0] a, b;
  wire [10:0] acc_in, acc;
  wire [9:0] q_in;
  wire sel_comparator;
  wire [10:0] sub_out;
  wire [3:0] i;
  wire [10:0] nxt_acc;
  wire [9:0] nxt_q;
  register #10 reg_a(a_in, ld_a, clk, rst, a);
  register #10 reg_b(b_in, ld_b, clk, rst, b);
  register #11 reg_acc(acc_in, ld_acc, clk, rst, acc);
  register #10 reg_q(q_in, ld_q, clk, rst, q);
  comparator comp(acc, {1'b0, b}, sel_comparator);
  subtractor sub(acc, {1'b0, b}, sub_out);
  counter_4_bit counter(cnt_up, init_counter, clk, rst, 4'b0010, i, cout);
  mux_2_to_1 #11 mux1(acc, sub_out, sel_comparator, nxt_acc);
  mux_2_to_1 #1 mux2(1'b0, 1'b1, sel_comparator, concat_q);
  mux_2_to_1 #10 mux3(nxt_q, {a[8:0], 1'b0}, sel_q, q_in);
  mux_2_to_1 #11 mux4({nxt_acc[9:0], q[9]}, {10'b0, a[9]}, sel_acc, acc_in);
  assign nxt_q = {q[8:0] , concat_q};
  assign ovf = ((i == 4'b1011 & nxt_q[9:4] == 6'b0) ? 1 : 0);
  assign dvz = (b_in == 10'b0 ? 1 : 0);
endmodule
module divider(a_in, b_in, start, sclr, clk, q_out, dvz, ovf, busy, valid);
  input [9:0] a_in, b_in;
  input start, sclr, clk;
  output wire [9:0] q_out;
  output wire busy, valid;
  output wire dvz, ovf;
  wire co, ld_a, ld_b, ld_acc, ld_q, init_counter, sel_q, sel_acc, count_up;
  controller controll(start, co, dvz, ovf, clk, rst, ld_a, ld_b, ld_acc, ld_q, init_counter, sel_q, sel_acc, busy, valid, count_up);
  datapath dp(a_in, b_in, ld_a, ld_b, ld_q, ld_acc, sel_q, sel_acc, count_up, init_counter, clk, sclr, q_out, ovf, dvz, co);
endmodule
module subtractor(input [10:0] a, b, output [10:0] w);
  assign w = a - b;  
endmodule
module comparator(input [10:0] a, b, output w);
  assign w = (a >= b) ? 1 : 0;
endmodule
module counter_4_bit(cnt_up, init_counter, clk, rst, init, cnt, cout);
  input cnt_up, init_counter, clk, rst;
  input [3:0] init;
  output reg [3:0] cnt;
  output reg cout;
  always @(posedge clk, posedge rst) begin
    if (rst)
    {cout, cnt} <= 5'b0;
    else if (init_counter)
    	cnt <= init;
    else if (cnt_up)
	    {cout, cnt} <= cnt + 1;
  end
endmodule
module mux_2_to_1 #(parameter N = 1) (a, b, sel, w);
  input [N-1:0] a, b;
  input sel;
  output reg [N-1:0] w;
  assign w = sel ? b : a;
endmodule
module register #(parameter N = 10) (in, ld, clk, rst, out);
  input [N-1:0] in;
  input ld, clk, rst;
  output reg [N-1:0] out;
  always @(posedge clk, posedge rst) begin
    if (rst)
      out <= {N{1'b0}};
    else if (ld)
      out <= in;
  end
endmodule
==> changes_impl.md <==
### Changed

* Status: complete, no violations
* Vias at 225
* Drt wl/cell at 8.22 um
* Yosys top cell by area: dfrtp_1
* Tcrit/Tclk final at 95.9%
* Synth unique cells at 13
* Gpl congestion at 0.831
* Max stage delay on crit path at 0.49 ns
* H-tree level count at 1
* Post-route antenna net violation count at 0
* WP data arrival at 1.67 ns
* Max FO, Critical Path at 1
* Clk Latency, worst-skew pair at 0.24 ns
* Worst vdd ir at 0.175 mV
* Initial antenna violation count at 0
* Share of layout cells above drive strength 1 at 15.2%
* Inst Count DP at 88
* Reg2Reg Launch Point: dp.counter.cnt[1]$_DFFE_PP0P_
* Drt drc at 0
* Vias in the first global route at 225
* Synth-to-Final Area Change at 69.0%
* CP bufs+invs at 2
* Setup WS post-layout at 0.0912 ns
* IO Port Bufs at 15
* Post-DP HPWL at 641 um
* Placeable Area at 3420 um2
* Max clock buf depth at 2
* Fillers at 400
* Count of tool warnings at 36
* Final worst path period need at 2.11 ns
* Adder Share, Synth at 4.37%
* Flops after synth at 5
* Ys cells at 28
* Biggest area cells: dfrtp_1 35%, buf_4 29%, dfxtp_1 7.0%
* Most frequent logic cells in the routed design: 12 x clkdlybuf4s50_1, 11 x conb_1, 4 x dfrtp_1
* Slowest cell on crit path: or4_4
* Final Skew at 0.00300 ns
* Post-synthesis sequential area ratio at 41.9%
* Aoi share at 0%
* R2R Path End: dp.counter.cnt[1]$_DFFE_PP0P_
* Die area at 6400 um2
* Most frequent logic cell in the layout: clkdlybuf4s50_1
* Path depth of the worst reg2reg path at 1
* Simple-gate share of the synthesized area at 22.3%
* TritonCTS clock tree: done
* Fmax at 474 MHz
* Mux area share at 0%
* Tally of non-filler cells in the final layout at 92
* Syn. warnings at 1
* Main logic family after synthesis: buffers and inverters
* First-pass GRT wire length at 1120 um
* Reg-to-reg slack, setup at 1.44 ns
* Worst setup EP type: primary output
* Worst EP required at 1.76 ns
* Chip Width at 80 um
* PD cells at 471 nW/um2
* Synth Cell Area at 287 um2
* Clk root buf: clkbuf_4
* Top-level I/O count at 37
* Die y size at 80 um
* Grt ovf at 0
* Mapped Cells at 28
* CTS clk-pin slew, worst paths at 0.04 ns
* Ant. Diodes at 0
* Clock sinks at 5
* Final Hold Slack at 0.376 ns
* Syn avg cell area at 10.2 um2
* Crit path cell chain: clkdlybuf4s50_1 > or4_4 > nor4_4 > buf_2
* Pleak at 0.219 nW
* Crit. Startpoint: b_in[9]
* Final setup fails at 0
* Cell Rows at 21
* Floorplan core density at 8.39%
* Largest net degree at the start of global routing at 6
* Chip Area, Yosys at 287 um2
* Vias/cell at 2.45
* Worst slack, placed at -0.356 ns
* Iter 0 DRT Violations at 0
* Max-cap check violation count at 0
* Synth top area share at 34.9%
* Routed wire length at 756 um
* Launching element type of the critical path: input port
* CP Class: in -> out
* Gr usage total at 2.18%
* RSZ-0062 raised after global routing: no
* Router iterations before antenna repair at 1
* Synth Area in XOR/XNOR at 0%
* Cell family with most CP delay: simple AND/OR/NAND/NOR gates
* Worst hold path type: in -> async
* Final max-slew violation count at 0
* Hold Fails Final Rpt at 0
* CTS Buf Count at 3
==> area by class of cell <==
class | count | area, um2 | area share [%]
Tap cell | 46 | 57.6 | 11.9
Sequential cell | 5 | 120 | 24.8
Multi-Input combinational cell | 21 | 126 | 26.1
Timing Repair Buffer | 15 | 150 | 31.0
Inverter | 1 | 3.75 | 0.775
Clock buffer | 4 | 26.3 | 5.43
==> cell families after synthesis <==
family | after synthesis
fa+ha+maj | 1
buf+inv | 12
flops | 5
other cells | 1
simple gates | 9
==> stage by stage <==
step / utilization (%) / power [mW] / TNS (ns) / area (um2)
CTS: 13.8 / 0.234 / 0 / 470
floorplan: - / 0.112 / 0 / 324
detailed placement: 13.2 / 0.123 / -0.356 / 449
global placement: 13.2 / 0.123 / -0.351 / 449
global route: 14.2 / 0.246 / 0 / 484
finish: 14.2 / 0.228 / 0 / 484
==> Yosys cell counts, drive strengths merged <==
| master | number |
|---|---|
| or4 | 2 |
| buf | 11 |
| nor2 | 1 |
| nand2 | 1 |
| nor4 | 1 |
| dfrtp | 4 |
| inv | 1 |
| conb | 1 |
| ha | 1 |
| nor2b | 3 |
| or2 | 1 |
| dfxtp | 1 |
==> how the worst max path moves through the flow <==
stage,to,slack (ns),cells past startpoint
4_1_cts,dvz,0.03,4
5_1_grt,dvz,0.006,4
6_report,dvz,0.09,4
==> per-layer routing <==
layer | vias up | GRT usage (%) | part of all wire [%] | wire length [um]
li1 | 101 | - | - | -
met1 | 100 | 2.54 | 42 | 315
met2 | 22 | 2.89 | 38 | 284
met3 | 2 | 1.82 | 17 | 132
met4 | 0 | 0.704 | 3.2 | 24
met5 | - | 0 | 0 | 0
==> what timing repair did <==
action,in CTS,in global routing
setup endpoints to repair,1,1
hold buffers,0,0
pin swaps,2,2
resized,3,3
buffers inserted,0,0
==> sequential cells by signal, indices dropped and copies added, names as in the netlist <==
name / cells
controll.ps: 1
dp.counter.cnt: 4
==> report_power, final <==
group | leakage, nW | switching, mW | internal (mW) | total [mW]
combinational | 0.145 | 0.00687 | 0.0205 | 0.0274
clock | 0.0150 | 0.0380 | 0.0686 | 0.107
sequential | 0.0591 | 0.00113 | 0.0931 | 0.0942
No activity file was given, so power comes from the tool's default toggle rates.
